===== /design/flow/config.mk =====
export PLATFORM = sky130hd
export DESIGN_NAME = tea_interface
export DESIGN_NICKNAME = tea_interface
export VERILOG_FILES = /design/flow/design.v
export SDC_FILE = /design/flow/constraint.sdc
export NUM_CORES = 4
export LEC_CHECK = 1
export CORE_UTILIZATION = 40

===== /design/flow/constraint.sdc =====
current_design tea_interface

set clk_period 25.5
set clk_io_pct 0.2

create_clock -name clk0 -period $clk_period [get_ports {clk}]

set non_clock_inputs [all_inputs -no_clocks]
set_input_delay [expr $clk_period * $clk_io_pct] -clock clk0 $non_clock_inputs
set_output_delay [expr $clk_period * $clk_io_pct] -clock clk0 [all_outputs]

===== /design/flow/run.sh =====
#!/bin/bash
# OpenROAD 26Q1-2900-gdf79404cd8, Yosys 0.63+post, stock flow scripts
make -C /OpenROAD-flow-scripts/flow DESIGN_CONFIG=/design/flow/config.mk WORK_HOME=/design/flow/orfs finish

===== /design/flow/design.v =====
module tea_enc_dec (
    input [63:0] in,
    input [127:0] key,
    input mode,
    input write,
    input clk,
    output reg [63:0] out,
    output reg out_ready
);
    parameter rounds = 32;
    reg[31:0] sum;
    reg[5:0] round_counter;
    localparam DELTA = 32'h9E3779B9;
    function [31:0] tea_round_func (input[31:0] vhalf, input[63:0] khalf, input[31:0] sum);
        begin
            tea_round_func = ((vhalf << 4) + khalf[63:32]) ^
                             (vhalf + sum) ^
                             ((vhalf >> 5) + khalf[31:0]);
        end
    endfunction
    function [63:0] encrypt_cycle(input[63:0] v, input[127:0] k, input[63:0] sum);
        begin
            encrypt_cycle = v;
            encrypt_cycle[63:32] += tea_round_func(encrypt_cycle[31:0] , k[127:64], sum);
            encrypt_cycle[31:0]  += tea_round_func(encrypt_cycle[63:32], k[63:0],   sum);
        end
    endfunction
    function [63:0] decrypt_cycle(input[63:0] v, input[127:0] k, input [63:0] sum);
        begin
            decrypt_cycle = v;
            decrypt_cycle[31:0]  -= tea_round_func(decrypt_cycle[63:32], k[63:0],   sum);
            decrypt_cycle[63:32] -= tea_round_func(decrypt_cycle[31:0],  k[127:64], sum);
        end
    endfunction
    always@(posedge clk) begin
        if (write) begin
            round_counter <= 0;
            out <= in;
            sum <= mode ? (rounds)*DELTA : DELTA;
            out_ready <= 0;
        end else if (round_counter < rounds) begin
            round_counter <= round_counter + 1;
            if(mode == 0) begin
                out <= encrypt_cycle(out, key, sum);
                sum <= sum + DELTA;
            end else begin
                out <= decrypt_cycle(out, key, sum);
                sum <= sum - DELTA;
            end
        end else  
            out_ready <= 1;
    end
endmodule
module tea_interface(
    input [63:0] in,
    input mode,
    input reset,
    input write,
    input clk,
    output [63:0] out,
    output out_ready
);
    parameter swapbytes = 1;
    wire [63:0] encdec_out;
    wire [63:0] unswapped_in;
    reg[127:0] key;
    reg waiting_key;
    assign unswapped_in = swapbytes ? byteswap32_64(in) : in;
    assign out = swapbytes ? byteswap32_64(encdec_out) : encdec_out;
    reg enable_output;
    wire out_ready_unmasked;
    assign out_ready = enable_output && out_ready_unmasked;
    tea_enc_dec encdec(unswapped_in, key, mode, write, clk, encdec_out, out_ready_unmasked);
    function [31:0] byteswap32(input[31:0] x);
        byteswap32 = {x[7:0], x[15:8], x[23:16], x[31:24]};
    endfunction
    function [63:0] byteswap32_64(input[63:0] x);
        byteswap32_64 = {
            byteswap32(x[63:32]),
            byteswap32(x[31:0])
        };
    endfunction
    always@(posedge clk) begin
        if (reset) begin
            key[127:64] <= unswapped_in;
            waiting_key <= 1;
            enable_output <= 0;
        end else if (waiting_key) begin
            key[63:0] <= unswapped_in;
            waiting_key <= 0;
        end else if (write) begin
            enable_output <= 1;
        end
    end
endmodule

==> flow_summary.toml <==
# yosys + openroad results
[final_timing]
finalSetupViolations = 0
finalCriticalPeriod_ns = 12.02
finalClockPeriodUsage = 0.4715
skew_ns = 0.03414
fin_setup_tns_ns = 0
slew_headroom = 0.2126
hold_slack_ns = 0.4640
final_max_slew_viol_count = 0
rsz0062_at_grt = "false"
fmaxAchievable_mhz = 83.16
tightest_slew_ns = 1.151
hold_violations = 0

[synthesis]
ys_ff = 233
synthesis.instances = 3791
topCellsByArea = "edfxtp_1 20%, ha_1 19%, xnor2_1 16%"
ys.warnings.count = 2
synth_seq_share = 0.2078
syn_avg_cell_area_um2 = 8.769
postSynth.asyncResetShare = 0
ys_chip_area_um2 = 33240
ys_types = 81
ys_cells = 3791
edf_count = 224
top_area_cell = "edfxtp_1"
top_area_frac = 0.2023
flop_cell = "edfxtp_1"
synth_area_um2 = 33240

[finish]
fin_util = 0.4574
stdcell_count = 5106
final_cell_mix = "613 x xnor2_1, 518 x ha_1, 418 x a21oi_1"
area_growth_syn_to_layout_pct = 12.99
final_common_cell = "xnor2_1"
drive_above_1_share = 0.04489

[setup_path]
crit_path_top_delay_cell = "a2111oi_0"
crit_path_start_kind = "flip-flop"
r2r-end = "encdec.out[31]$_DFFE_PP_"
cp_top_family = "AND-OR/OR-AND gates"
ff2ff_setup_slack_ns = 13.48
r2r-start = "encdec.out[5]$_DFFE_PP_"
r2r_cells = 45
slowest_delay_ns = 1.00
worst-setup-path-type = "flip-flop to flip-flop"
required_ns = 25.82
crit_buf_inv = 2
arrival_ns = 12.35
crit_path_max_fanout = 6
endpoint_kind = "flip-flop"

[hold_path]
min_from = "enable_output$_SDFFE_PP0P_"
min_to = "enable_output$_SDFFE_PP0P_"
min_path_cells = 2
hold_path_class = "flip-flop to flip-flop"

[die]
die_h_um = 290.3
num_rows = 105
chipWidth_um = 290.3
fp_util = 0.4049
coreArea_um2 = 82110
pin_count = 133
dieArea_um2 = 84270

[cts]
ctsHoldBuffers = 0
cts_setup_buffers = 0
cts_tree = "yes"
cts_max_level = 2
cts.sinks = 233
clk_pin_slew_ns = 0.06
clkLatencyLatePin_ns = 0.58
cts_resized = 0
numCtsBuffers = 34
clockRootBuffer = "clkbuf_16"
clock_path_buffers = 3

[detailed_routing]
first_pass_iters = 6
wl_um = 135200
wl_per_cell_um = 26.47
vias = 30250
via_per_inst = 5.925
route.antenna.remaining_nets = 0
first_iter_violations = 2007
drc = 0

[flow_run]
tool_warnings = 48
max-cap-violations = 0

[place]
numPlacedInstances = 5040
dp_hpwl_um = 112900
io_buffers = 132
gp_congestion = 1.055

[global_route]
grt_pass1_vias = 29490
grt_max_degree = 43
grt_use_total = 0.3281
antenna_found_initial = 5
grt_overflow = 0
grt_first_pass_wirelength_um = 194400

[run_status]
status = "completed"
## cell usage after synthesis, types with 68 or more instances
cell,number
xnor2_1,613
nand3_1,68
edfxtp_1,224
xor2_1,122
a21oi_1,418
inv_1,138
a21o_1,261
o21bai_1,68
o21ai_0,227
ha_1,518
nor2_1,172
nand2_1,243
## worst min-delay path, cell delays in order (launching register included)
cell and delay, ns:
dfxtp_1 0.32, a21oi_1 0.04, nor2_1 0.07
## state kept, by name, summed over array words and instances, names as in the netlist
name	count
encdec.sum	32
encdec.round_counter	6
waiting_key	1
key	128
encdec.out_ready	1
encdec.out	64
enable_output	1
## worst max-delay path by stage
| stage | startpoint | endpoint | cells after the start | slack [ns] |
|---|---|---|---|---|
| finish | encdec.out[5]$_DFFE_PP_ | encdec.out[31]$_DFFE_PP_ | 45 | 13.48 |
| global route | encdec.out[5]$_DFFE_PP_ | encdec.out[31]$_DFFE_PP_ | 45 | 12.83 |
| CTS | encdec.out[5]$_DFFE_PP_ | encdec.out[31]$_DFFE_PP_ | 44 | 13.90 |
## cells by family (layout without fill, tap and decap cells)
| kind of cell | Yosys count | in the layout | share of synthesized area |
|---|---|---|---|
| compound gates | 1309 | 1309 | 0.2513 |
| buf+inv | 178 | 419 | 0.02014 |
| flops | 233 | 233 | 0.2078 |
| other cells | 0 | 4 | 0 |
| mux | 21 | 21 | 0.006474 |
| simple gates | 775 | 775 | 0.1121 |
| xor+xnor | 740 | 740 | 0.1971 |
| fa+ha+maj | 535 | 535 | 0.2052 |
## area by class of cell
type | count | area (µm²)
fill | 7852 | 44550
multi-input combinational | 3380 | 25680
sequential | 233 | 6907
timing repair buffer | 218 | 1959
tap | 1070 | 1339
clock buffer | 44 | 940.9
inverter | 139 | 521.8
clock inverter | 18 | 201.4
antenna | 4 | 10.01
## per-stage QoR
stage | area [µm²] | setup WS (ns)
6_report | 37560 | 13.48
5_1_grt | 37560 | 12.83
4_1_cts | 37550 | 13.90
3_5_place_dp | 36410 | 13.97
3_3_place_gp | 36410 | 13.86
2_1_floorplan | 33240 | 16.47
## routing by layer
layer | share of wire | up-vias | global-route usage | wire (µm)
met5 | 0.000096 | - | 0 | 13
met4 | 0.021 | 2 | 0.05514 | 2832
met2 | 0.40 | 1257 | 0.4583 | 54620
li1 | - | 14540 | - | -
met1 | 0.43 | 14290 | 0.4528 | 57540
met3 | 0.15 | 163 | 0.1851 | 20140
